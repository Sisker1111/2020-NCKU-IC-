### ./design.v
`timescale 1ns/10ps
module CS(Y, X, reset, clk);
input clk, reset; 
input  [7:0] X;
output [9:0] Y;
reg  [9:0] Y;
reg  [9:0] temp;
reg [71:0] x_value;
reg [7:0] avg;
reg [7:0] min;
reg [11:0]total;
reg [11:0]tmp;
always @(posedge clk)
begin
 x_value={x_value[63:0],X}; 
 total=(((x_value[71:64]+ x_value[63:56])+(x_value[55:48]+ x_value[47:40]))+((x_value[39:32]+ x_value[31:24])+(x_value[23:16]+ x_value[15:8]))+x_value[7:0]);
 avg = total / 9;
 min = 8'b11111111; 
 if(x_value[71:64]<=avg)
 begin
  if( avg - x_value[71:64] < min )
   	min = avg - x_value[71:64];  
 end
 if(x_value[63:56]<=avg)
 begin
  if( avg - x_value[63:56] < min )
  	min=avg - x_value[63:56];  
 end
 if(x_value[55:48]<=avg)
 begin
  if( avg - x_value[55:48] < min )
   	min=avg - x_value[55:48];  
 end
 if(x_value[47:40]<=avg)
 begin
  if( avg - x_value[47:40] < min )
   	min=avg - x_value[47:40];  
 end
 if(x_value[39:32]<=avg)
 begin
  if( avg - x_value[39:32] < min )
   min=avg - x_value[39:32];  
 end
 if(x_value[31:24]<=avg)
 begin
  if( avg - x_value[31:24] < min )
    min=avg - x_value[31:24];  
 end
 if(x_value[23:16]<=avg)
 begin
  if( avg - x_value[23:16] < min )
    min=avg - x_value[23:16];  
 end
 if(x_value[15:8]<=avg)
 begin
  if( avg - x_value[15:8] < min )
    min=avg - x_value[15:8];  
 end
 if(x_value[7:0]<=avg)
 begin
  if( avg - x_value[7:0] < min )
    min=avg - x_value[7:0]; 
 end
 avg = avg - min;
 tmp={4'b0,avg};
 Y=( (total + tmp)  + (tmp<<3) ) >>3; 
end
endmodule
### ./run.sh
#!/bin/bash
# OpenROAD 26Q1-2900-gdf79404cd8, Yosys 0.63+post, stock flow scripts
make -C /OpenROAD-flow-scripts/flow DESIGN_CONFIG=/design/flow/config.mk WORK_HOME=/design/flow/orfs finish
### ./config.mk
export PLATFORM = sky130hd
export DESIGN_NAME = CS
export DESIGN_NICKNAME = CS
export VERILOG_FILES = /design/flow/design.v
export SDC_FILE = /design/flow/constraint.sdc
export NUM_CORES = 4
export LEC_CHECK = 1
export CORE_UTILIZATION = 50
### ./constraint.sdc
current_design CS

set clk_period 65.4
set clk_io_pct 0.2

create_clock -name clk0 -period $clk_period [get_ports {clk}]

set non_clock_inputs [all_inputs -no_clocks]
set_input_delay [expr $clk_period * $clk_io_pct] -clock clk0 $non_clock_inputs
set_output_delay [expr $clk_period * $clk_io_pct] -clock clk0 [all_outputs]
==> impl_metrics.json <==
{
  "cts_resized": 0,
  "cap_violations": 0,
  "clock-sinks": 73,
  "cts_tree": "built",
  "cp-end-kind": "register",
  "hold_buffers": 0,
  "syn_area_um2": 11620,
  "synth-edff-count": 0,
  "wl_per_cell_um": 17.58,
  "place_hpwl_mm": 24.86,
  "cts.path.max_buffers": 2,
  "numSynthFlops": 73,
  "fin_area_um2": 12460,
  "area_growth_pct": 7.190,
  "post-route-period-util_pct": 73.13,
  "maxSlewViolCount": 0,
  "async_flop_share_pct": 0,
  "timing.fmax_mhz": 20.91,
  "syn_avg_cell_area_um2": 8.238,
  "io_pins": 20,
  "hp-class": "register to register",
  "drive_gt1_share_pct": 6.368,
  "antenna_found_initial": 0,
  "clockRootBuffer": "clkbuf_16",
  "postRouteAntennaNets": 0,
  "dieWidth_um": 154.5,
  "fin_ws_ns": 17.58,
  "cpPeakStageDelay_ns": 0.62,
  "rows": 55,
  "grt_pass1_wl_mm": 49.58,
  "crit_slowest_cell": "nor2_1",
  "ff_type": "dfxtp_1",
  "common_cells": "inv_1 (177), ha_1 (156), nor2_1 (88)",
  "drc": 0,
  "grt-ovfl-total": 0,
  "wirelength_mm": 30.13,
  "first_global_vias": 9596,
  "place_congestion": 0.9453,
  "grt_max_degree": 19,
  "outcome": "complete, no violations",
  "worstPathArrival_ns": 48.06,
  "clock_latency_ns": 0.34,
  "setup_tns_ns": 0,
  "ys_seq_share_pct": 12.57,
  "fin_skew_ns": 0.005811,
  "die-height_um": 154.5,
  "synth.distinct_cells": 103,
  "critPathMaxFanout": 18,
  "cp_common_cell": "inv_1",
  "area_leaders": "ha_1 (17%), dfxtp_1 (13%), fa_1 (12%)",
  "dp_worst_setup_slack_ns": 17.61,
  "tightestPinTransition_ns": 0.7829,
  "postCtsSetupBuffers": 0,
  "slew_headroom_pct": 47.62,
  "numPortBuffers": 17,
  "ys_chip_area_um2": 11620,
  "rsz0062_at_grt": "no",
  "coreArea_um2": 22710,
  "grt_usage_pct": 27.12,
  "diodes": 0,
  "setup_violations": 0,
  "ys_cells": 1411,
  "cts_inserted_buffers": 9,
  "hold_viol": 0,
  "hold_path_depth": 0,
  "crit_path_start_kind": "primary input",
  "worstPathRequired_ns": 65.63,
  "num_vias": 10058,
  "drt-initial-drc-count": 545,
  "timing.hold.ws_ns": 0.3434,
  "placed_area_um2": 12120,
  "post_drt_via_cell_ratio": 5.868,
  "chipArea_um2": 23860,
  "yosys_warnings": 1,
  "worst-setup-path-type": "primary input to register",
  "top_area_cell": "ha_1",
  "r2r_cells": 143,
  "netlist_instances": 1411,
  "cts.clk_slew.worst_paths_ns": 0.06,
  "cts.htree.levels": 3,
  "top_area_share_pct": 16.79,
  "most_common_cell": "inv_1",
  "period_minus_slack_ns": 47.82,
  "first_pass_iters": 5,
  "warning_count": 28,
  "floorplanUtilization_pct": 51.18
}
==> through the flow <==
stage | util, % | cells
detailed placement | 53.38 | 1698
finish | 54.86 | 1714
global route | 54.86 | 1714
CTS | 54.86 | 1714
floorplan | - | 1411
global placement | 53.38 | 1698
==> registers in the layout, indices dropped and copies added (netlist names) <==
name / cells
Y: 9
x_value: 64
==> path summary, 6_finish.rpt <==
path / start / endpoint / slack, ns
max: X[2] / Y[8]$_DFF_P_ / 17.58
min: x_value[3]$_DFF_P_ / x_value[11]$_DFF_P_ / 0.34
max reg2reg: x_value[2]$_DFF_P_ / Y[8]$_DFF_P_ / 30.57
min reg2reg: x_value[3]$_DFF_P_ / x_value[11]$_DFF_P_ / 0.34
==> logic make-up (layout without fill, tap and decap cells) <==
group,count (synthesis),count (layout),share of synthesized area (%)
AND/OR/NAND/NOR,401,401,18.36
AND-OR/OR-AND,397,397,24.78
adder cells (fa/ha/maj),228,228,28.93
flip-flops,73,73,12.57
XOR/XNOR,76,76,5.727
other,1,1,0.03226
multiplexers,29,29,2.691
buffers and inverters,206,224,6.900
==> cell type report <==
class	count	area, um^2
Clock buffer	11	232.7
Clock inverter	5	103.9
Fill cell	2130	10250
Inverter	179	676.9
Multi-Input combinational cell	1132	9368
Sequential cell	73	1461
Tap cell	285	356.6
Timing Repair Buffer	29	260.3
==> metal layers <==
metal | routed length [um] | share of wire [%] | vias up | global-route usage, %
met4 | 245 | 0.81 | 0 | 2.310
met3 | 2116 | 7.0 | 18 | 6.393
li1 | - | - | 5126 | -
met2 | 13430 | 45 | 239 | 41.97
met1 | 14330 | 48 | 4675 | 40.87
met5 | 0 | 0 | - | 0
==> worst max-delay path: cells and delay by family <==
kind | cells | cell delay [ns]
mux | 5 | 1.87
fa+ha+maj | 21 | 7.23
compound gates | 54 | 13.19
simple gates | 41 | 9.10
buf+inv | 20 | 2.80
xor+xnor | 3 | 0.75
==> placed cells by master (no fill, tap or decap), drive strengths merged, types with 22 or more instances in the layout <==
cell and count:
nand4 22, ha 156, nor3 37, o21ai 81, a21oi 73, xor2 39
nand2b 24, dfxtp 73, a21o 54, xnor2 37, inv 179, nor2 88
nor2b 34, o21a 26, fa 69, nand2 71, nand3 37
