==> flow/config.mk <==
export PLATFORM = sky130hd
export DESIGN_NAME = SOBEL
export DESIGN_NICKNAME = SOBEL
export VERILOG_FILES = /design/flow/design.v
export SDC_FILE = /design/flow/constraint.sdc
export NUM_CORES = 4
export LEC_CHECK = 1
export CORE_UTILIZATION = 50
==> flow/constraint.sdc <==
current_design SOBEL

set clk_period 49.4
set clk_io_pct 0.2

create_clock -name clk0 -period $clk_period [get_ports {clk}]

set non_clock_inputs [all_inputs -no_clocks]
set_input_delay [expr $clk_period * $clk_io_pct] -clock clk0 $non_clock_inputs
set_output_delay [expr $clk_period * $clk_io_pct] -clock clk0 [all_outputs]
==> flow/design.v <==
`timescale 1ns/10ps
module  SOBEL(clk,reset,busy,ready,iaddr,idata,cdata_rd,cdata_wr,caddr_rd,caddr_wr,cwr,crd,csel	);
	input clk,reset;
	input ready;	
	input [7:0] idata;	
	input [7:0] cdata_rd;
	output reg busy;	
	output reg [16:0] iaddr;
	output reg [7:0] cdata_wr;
	output reg [15:0] caddr_rd;
	output reg [15:0] caddr_wr;
	output reg cwr,crd;
	output reg [1:0] csel;
	reg [1:0] sobel_x_finish;
	reg [1:0] sobel_y_finish;
	reg [1:0] combine_finish;
	reg [1:0] delay;
	reg [16:0] w_count;
	reg delay_combine;
	integer temp_sobelx;
	integer temp_sobely;
	reg [8:0] temp_combine;
	reg [4:0] count;
	integer count_iaddr;
	reg [17:0] count_caddr;
	reg done;
	reg [7:0] pixel_value [8:0];
	initial begin
		delay=2'b00;
		caddr_wr=0;
		delay_combine=0;
		cwr=0;
		done=0;
		count_iaddr=0;
		temp_sobelx=0;
		sobel_x_finish=0;
		sobel_y_finish=0;
		combine_finish=0;
		count_caddr=0;
		busy=0;
		count=0;
		iaddr=0;
		csel=0;
		w_count = 0;
	end
	always @(posedge clk)
	begin
		if(ready==0 && busy==1 && delay==0)
			delay<=1;
		if(ready==0 && busy==1 && delay==1)
		begin
			if(combine_finish==0)
			begin
				if(sobel_x_finish==1)
				begin
					sobel_x_finish=2;
				end
				else if(sobel_x_finish==2)begin
					sobel_x_finish=0;
				end
				else begin
					if(count>=0 && count<3)
						begin
							pixel_value[count] = idata;
							if(count==2)
								iaddr = iaddr + 256;
							else
								iaddr = iaddr +1;
							count = count + 1;
						end
					else if(count>=3 && count<6)
						begin
							pixel_value[count] = idata;
							if(count==5)
								iaddr = iaddr + 256;
							else
								iaddr = iaddr +1;
							count = count + 1;
						end
					else 
						begin
							pixel_value[count] = idata;
							if(count==8)
								begin
									if(count_iaddr%258 == 255)
										count_iaddr = count_iaddr + 3;
									else
										count_iaddr = count_iaddr + 1;
									count_caddr = count_caddr + 1;
									iaddr = count_iaddr;
									count = 0;
									sobel_x_finish=1;
								end
							else begin
								iaddr = iaddr +1;
								count = count + 1;
							end
						end
				end
			end
		end
	end
	always @(negedge clk)
	begin
		if(combine_finish==1)
			combine_finish=2;
		if(done==1)
		begin
			busy=0;
			cwr=0;
		end
		if(ready==1)
			busy=1;
		if(sobel_x_finish==2)  
		begin
			cwr=1;
			csel=2'b01;
			temp_sobelx = pixel_value[3]<<1 ;
			temp_sobelx = temp_sobelx + pixel_value[0] + pixel_value[6];
			temp_sobelx = temp_sobelx - (  pixel_value[5] << 1 );
			temp_sobelx = temp_sobelx - pixel_value[2] - pixel_value[8];
			if(temp_sobelx > 255)
				temp_sobelx=255;
			if(temp_sobelx < 0)
				temp_sobelx=0;
			sobel_y_finish<=1;
			cdata_wr = temp_sobelx;
			caddr_wr = w_count;
		end
		if(sobel_y_finish==1)  
		begin
			cwr=1;
			csel=2'b10;
			temp_sobely = pixel_value[1]<<1 ;
			temp_sobely = temp_sobely + pixel_value[0] + pixel_value[2];
			temp_sobely = temp_sobely - (  pixel_value[7] << 1 );
			temp_sobely = temp_sobely - pixel_value[6] - pixel_value[8];
			if(temp_sobely > 255)
				temp_sobely=255;
			if(temp_sobely < 0)
				temp_sobely=0;
			cdata_wr = temp_sobely;
			sobel_y_finish<=0;
			combine_finish=1;
			caddr_wr = w_count;
		end
		if(combine_finish==2)  
		begin
			cwr=1;
			csel=2'b11;
			temp_combine = temp_sobelx + temp_sobely + 1 ;
			temp_combine= temp_combine >> 1;
			cdata_wr = temp_combine;
			combine_finish=0;
			caddr_wr = w_count;
			w_count = w_count + 1;
			if(count_caddr==65536)
				begin
					done=1;
				end
		end
	end
endmodule
==> flow/run.sh <==
#!/bin/bash
# OpenROAD 26Q1-2900-gdf79404cd8, Yosys 0.63+post, stock flow scripts
make -C /OpenROAD-flow-scripts/flow DESIGN_CONFIG=/design/flow/config.mk WORK_HOME=/design/flow/orfs finish
==> flow_metrics.py <==
# Metrics from the implementation run
metrics = {
    "place": {
        "placedCellCount": 2791,
        "place_hpwl_mm": 38.2,
        "gp_congestion": 0.960,
        "port_buffers": 54,
    },
    "synthesis": {
        "synth-edff-count": 180,
        "ys_async_sr_fraction_pct": 0,
        "ys.flop_type": "edfxtp_1",
        "ys_cells": 2261,
        "mux_share_pct": 1.90,
        "ys_top_logic_family": "AND-OR/OR-AND gates",
        "synth_cell_types": 125,
        "synth.avg_cell_area_um2": 8.96,
        "simple_gate_area_share_pct": 20.0,
        "seq_area_frac_synth_pct": 29.1,
        "synth-xor-area-share_pct": 8.82,
        "netlist_instances": 2261,
        "netlist_area_um2": 20300,
        "yosys-stat-area_um2": 20300,
        "adder_share_pct": 9.67,
        "synthAoiAreaFrac_pct": 25.1,
        "yosys_warnings": 18,
        "ys_ff": 205,
    },
    "route": {
        "remaining_drc_errors": 0,
        "via_count": 17400,
        "wl_met3_mm": 2.66,
        "dr.max_layer_used": "met4",
        "antennaDiodeCount": 0,
        "m1WireLength_mm": 23.5,
        "routed_wl_mm": 49.6,
        "vias_per_cell": 6.00,
        "post_drt_wl_per_cell_um": 17.1,
        "antenna_left": 0,
        "wl_met2_mm": 22.5,
        "drt_iter0_markers": 1046,
        "first_pass_iters": 5,
    },
    "clocking": {
        "clk_pin_slew_ns": 0.03,
        "postCtsSetupBuffers": 0,
        "clock_path_buffers": 3,
        "clock-root-buffer": "clkbuf_16",
        "cts.sinks": 205,
        "htreeDepth": 1,
        "cts_hold_buf": 0,
        "cts_tree": "done",
        "worstSkewPairLatency_ns": 0.59,
        "ctsResizeCount": 0,
        "cts_buffers": 24,
    },
    "final_timing": {
        "hold_viol": 0,
        "tightestPinTransition_ns": 0.932,
        "setup_tns_ns": 0,
        "whs_ns": 0.450,
        "clock_skew_ns": 0.0729,
        "relSlewSlack_pct": 37.4,
        "setup-violations-final": 0,
        "rsz0062_at_grt": "false",
        "slew_violations": 0,
    },
    "critical_path": {
        "crit_family": "buffers and inverters",
        "crit_chain": "clkdlybuf4s50_1",
        "crit_arrival_ns": 26.07,
        "start_kind": "flop",
        "path_class": "flop to primary output",
        "end_kind": "primary output",
        "cpPeakStageDelay_ns": 0.46,
        "cp.buffers_inverters": 1,
        "critPathMaxFanout": 3,
        "slowest_stage": "clkdlybuf4s50_1",
        "required_ns": 39.52,
    },
    "power": {
        "power.density_nw_per_um2": 18.7,
        "max-vdd-ir-drop_v": 0.0000203,
        "p_leak_nw": 8.46,
    },
    "global_routing": {
        "grt_usage_pct": 25.3,
        "antenna_found_initial": 0,
        "gr-total-overflow": 0,
        "grt_pass1_wl_mm": 82.4,
        "grt_start_max_net_pins": 43,
        "grt_pass1_vias": 16500,
    },
    "floorplanning": {
        "die_w_um": 203,
        "initial_core_util_pct": 50.9,
        "die_height_um": 203,
        "coreArea_um2": 39800,
        "fp-row-count": 73,
        "chipArea_um2": 41300,
        "ios": 81,
    },
    "worst_hold_path": {
        "hold_path.class": "flop to flop",
    },
    "final_layout": {
        "drive_gt1_share_pct": 7.71,
        "layout_top_cells": "243 x inv_1, 180 x edfxtp_1, 159 x nand2_1",
        "layout_top_cell": "inv_1",
        "synthToLayoutAreaGrowth_pct": 10.5,
        "post-route-util_pct": 56.2,
        "finalNonFillerCells": 2900,
    },
    "outcome": {
        "status": "completed",
    },
    "flow_run": {
        "maxCapViolCount": 0,
        "warnings": 113,
    },
}
==> synthesized netlist by cell type, drive strengths merged (13+ instances only) <==
master / count / area share (%)
a2111oi: 19 / 1.3
a211o: 13 / 0.56
a211oi: 31 / 1.3
a21o: 32 / 1.2
a21oi: 127 / 3.2
a31oi: 27 / 0.90
and2: 36 / 1.1
and3: 42 / 1.3
buf: 45 / 1.3
clkbuf: 42 / 0.78
dfxtp: 25 / 2.5
edfxtp: 180 / 27
fa: 48 / 4.7
ha: 79 / 4.9
inv: 179 / 3.3
mux2: 14 / 0.80
mux2i: 21 / 1.1
nand2: 161 / 3.0
nand2b: 20 / 0.62
nand3: 92 / 2.3
nand4: 34 / 1.0
nor2: 151 / 2.8
nor3: 51 / 1.4
nor4: 32 / 1.6
o2111ai: 19 / 0.94
o211ai: 20 / 0.77
o21a: 26 / 0.97
o21ai: 137 / 3.5
o21bai: 24 / 0.89
o22ai: 18 / 0.65
o31ai: 21 / 0.90
o41ai: 13 / 0.64
or2: 24 / 0.74
or3: 24 / 0.79
xnor2: 131 / 5.7
xor2: 73 / 3.2
==> final timing paths <==
kind,start,end,depth (start not counted),slack (ns)
setup / recovery,busy,busy,1,13.45
hold / removal,csel[1],csel[1],2,0.45
setup reg to reg,pixel_value[6][2],cdata_wr[7],37,15.84
hold reg to reg,csel[1],csel[1],2,0.45
==> kinds of logic after synthesis <==
kind of cell | Yosys count
adder cells (fa/ha/maj) | 128
XOR/XNOR | 204
multiplexers | 35
AND/OR/NAND/NOR | 742
other | 2
buffers and inverters | 266
flip-flops | 205
AND-OR/OR-AND | 679
==> state kept, by name, summed over array words and instances, names as in the netlist <==
signal and count:
sobel_y_finish 1, temp_sobely 9, caddr_wr 16, cdata_wr 8
count_caddr 18, count 5, csel 2, sobel_x_finish 2
w_count 16, iaddr 17, cwr 1, combine_finish 2
pixel_value 64, count_iaddr 32, done 1, delay 1
busy 1, temp_sobelx 9
==> layer usage <==
layer	track usage, %	up-vias
li1	-	8661
met1	39.0	8232
met2	39.1	429
met3	4.73	65
met4	4.86	0
met5	0	-
==> per-stage QoR <==
| stage | area [um2] | power [mW] | setup slack (ns) |
|---|---|---|---|
| after floorplan | 20300 | 0.216 | 14.52 |
| after global placement | 21300 | 0.221 | 14.03 |
| after detailed placement | 21300 | 0.221 | 14.03 |
| after CTS | 22400 | 0.425 | 13.42 |
| after global routing | 22400 | 0.438 | 13.38 |
| final | 22400 | 0.419 | 13.45 |
==> where the power goes <==
part	internal [mW]	leakage (nW)	switching, mW
clock network	0.119	0.774	0.0900
registers	0.189	1.85	0.000786
logic	0.00846	5.83	0.0117
total	0.316	8.46	0.102
==> layout make-up <==
class                   instances  area [um2]
clock buffers                  27         676
clock inverters                83         442
fillers                      3487       17400
inverters                     178         668
multi-input cells            1807       13300
flip-flops and latches        205        5910
well taps                     525         657
repair buffers                 75         698
Power and IR drop assume default switching activity.
