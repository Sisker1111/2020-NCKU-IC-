<file path="design/flow/design.v">
`timescale 1ns/10ps
module RC4(clk,rst,key_valid,key_in,plain_read,plain_in_valid,plain_in,plain_write,plain_out,cipher_write,cipher_out,cipher_read,cipher_in,cipher_in_valid,done);
    input clk,rst;
    input key_valid,plain_in_valid,cipher_in_valid;
    input [7:0] key_in,cipher_in,plain_in;
    output reg done;
    output reg plain_write,cipher_write,plain_read,cipher_read;
    output reg [7:0] cipher_out,plain_out;
	reg first;
	reg	[5:0] key_shuffle;
	reg	[5:0] i_ksa;
	reg	[5:0] j_ksa;
	reg [5:0] temp;
	reg shuffle_box;
	reg [7:0] key [0:31];
	reg [5:0]count;
	reg [1:0]encryption;
	reg [6:0]temp2;
	reg [7:0]count_clock;
	reg [1:0]RC4_case;
	reg [5:0] sbox [0:63];
	integer i;
	initial begin
		done=0;
		encryption=2'b00;
		RC4_case=2'b00;
		plain_write=0;
		cipher_write=0;
		plain_read=0;
		cipher_read=0;
		first=1'b0;
		shuffle_box=1'b0;
		count = 6'b000000;
		count_clock = 8'b00000000;
		key_shuffle = 6'b000000;
		temp =  6'b000000;
		i_ksa = 6'b000000;
		j_ksa = 6'b000000;
	end
	always @(posedge clk)
	begin
		if(key_valid==1 && first==0)
			first<=first+1;
		if(cipher_read==1)begin
			if(cipher_in_valid==1)
			begin
				encryption = 2'b10;
			end
			else begin
				done=1;
			end
		end
		if(plain_read==1)begin 
			if(plain_in_valid==1)    
			begin
				encryption = 2'b01;
			end
			else begin 
				shuffle_box=1;
				i_ksa = 6'b000000;
				j_ksa = 6'b000000;
			end
		end
		if(key_valid==1 && first==1)
		begin
			key[count]=key_in;
			count=count+1;
			if(count==32)
			begin
				shuffle_box=1;
			end
		end
		if(encryption)begin
			if(encryption == 2'b01)begin
				i_ksa = i_ksa+1;
				j_ksa = j_ksa+sbox[i_ksa];
				temp=sbox[i_ksa];
				sbox[i_ksa]=sbox[j_ksa];
				sbox[j_ksa]=temp;
				temp = sbox[i_ksa]+sbox[j_ksa];
				cipher_out = plain_in ^ sbox[temp];
				cipher_write = 1;
			end
			else begin
				i_ksa = i_ksa+1;
				j_ksa = j_ksa+sbox[i_ksa];
				temp=sbox[i_ksa];
				sbox[i_ksa]=sbox[j_ksa];
				sbox[j_ksa]=temp;
				temp = sbox[i_ksa]+sbox[j_ksa];
				plain_out = cipher_in ^ sbox[temp];
				plain_write=1;
			end
			encryption = 2'b00;
		end
		if(shuffle_box==1)
		begin  
			if(first==1)
			begin
				if(count_clock < 64)
					sbox[count_clock]=count_clock;
				else begin
					if(count_clock == 64)
						key_shuffle = 6'b000000;
					temp = {1'b0,count_clock[4:0]};
					key_shuffle = (key_shuffle+sbox[count_clock-64]+key[temp]);
					temp = sbox[count_clock-64];
					sbox[count_clock-64]=sbox[key_shuffle];
					sbox[key_shuffle]=temp;
				end
				count_clock = count_clock + 1;
				if(count_clock==128) begin
					shuffle_box = 0;
					count_clock = 0;
					if(RC4_case==0)begin
						plain_write=0;
						plain_read=1;
						RC4_case = RC4_case +1;
					end
					else if(RC4_case==1)begin
						plain_read=0;
						cipher_write=0;
						cipher_read=1;
					end
				end
			end
		end 
	end	
endmodule
</file>
<file path="design/flow/run.sh">
#!/bin/bash
# OpenROAD 26Q1-2900-gdf79404cd8, Yosys 0.63+post, stock flow scripts
make -C /OpenROAD-flow-scripts/flow DESIGN_CONFIG=/design/flow/config.mk WORK_HOME=/design/flow/orfs finish
</file>
<file path="design/flow/config.mk">
export PLATFORM = sky130hd
export DESIGN_NAME = RC4
export DESIGN_NICKNAME = RC4
export VERILOG_FILES = /design/flow/design.v
export SDC_FILE = /design/flow/constraint.sdc
export NUM_CORES = 4
export LEC_CHECK = 1
export CORE_UTILIZATION = 40
</file>
<file path="design/flow/constraint.sdc">
current_design RC4

set clk_period 47.1
set clk_io_pct 0.2

create_clock -name clk0 -period $clk_period [get_ports {clk}]

set non_clock_inputs [all_inputs -no_clocks]
set_input_delay [expr $clk_period * $clk_io_pct] -clock clk0 $non_clock_inputs
set_output_delay [expr $clk_period * $clk_io_pct] -clock clk0 [all_outputs]
</file>
==> reports/summary.txt <==
status = aborted with a tool error
Fail Step = global routing (5_1_grt)
error msg = [ERROR GRT-0116] Global routing finished with congestion. Check the congestion regions in the DRC Viewer.
Avg Cell Area, Syn = 6.48 um^2
Congestion Overflow GR = 25900
FA/HA/MAJ Cells, Area Fraction = 0.782%
RePlAce Congestion = 1.87
share of flip-flops with an asynchronous set or reset = 0%
distinct lib cells = 117
CTS Buffer Depth = 3
cell taking the most area after synthesis = dfxtp_1
Synth Cell Area = 76400 um^2
htree depth = 3
Yosys Chip Area = 76400 um^2
Ports = 50
placed cell area = 90900 um^2
Num CTS Buffers = 79
comb area leader = AND-OR/OR-AND gates
top cells by count = nand2_1 (1664), nor2_1 (1501), a21oi_1 (1128)
postcts setup bufs = 0
number of global-route vias before repair = 138000
dpl hpwl = 825000 um
Post-CTS Hold Buffers = 0
simple share = 25.9%
largest net degree at the start of global routing = 91
Multiplexer share = 5.21%
# port buffers = 46
CTS sink count = 635
top area contributor share = 15.5%
Die H = 439 um
# rows = 160
ys cells = 11800
synthesized flop and latch total = 635
Seq share, synth = 17.2%
top post-synthesis cells by area = dfxtp_1 (16%), nand2_1 (8.2%), a21oi_1 (7.4%), nor2_1 (7.4%), o21ai_0 (6.4%)
aoi share = 44.8%
# resized after CTS = 0
Clk Tree Root Cell = clkbuf_16
die extent in x = 439 um
main flop type = dfxtp_1
Syn. warnings = 3
most frequent cell after synthesis = nand2_1
Total GRT Usage = 111%
Synth Area in XOR/XNOR = 0.637%
number of enable flip-flop cells = 42
cells after synthesis = 11800
Init Core Util = 40.2%
global-route wire length before repair = 1400000 um
metal layers:
layer	GRT usage [%]	GRT overflow
met1	109	6415
met2	125	11500
met4	103	2896
met5	86.6	341
met3	102	4712
metrics by stage:
step | cells | setup slack, ns | utilization [%] | power [mW]
floorplan | 11800 | 21.46 | - | 28.0
global placement | 15200 | 14.32 | 47.8 | 66.3
detailed placement | 15200 | 14.18 | 47.8 | 66.2
CTS | 15300 | 14.85 | 49.3 | 67.1
cells by family after synthesis:
kind of cell | count (synthesis)
other cells | 2
flops | 635
fa+ha+maj | 43
mux | 371
xor+xnor | 53
simple gates | 4509
buf+inv | 1069
compound gates | 5121
Power figures rest on the tool's default switching activity, not on a simulated workload.
